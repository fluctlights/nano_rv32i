==> ./design.v <==
module alu_32b (
    input [31:0] a_i,           
    input [31:0] b_i,           
    input [3:0] alu_op_i,       
    output reg [31:0] result_o,  
    output reg zero_o           
);
    always @(*) begin
        result_o = 32'b0;       
        case (alu_op_i) 
            4'b0000: result_o = a_i + b_i;    
            4'b0001: result_o = a_i - b_i;    
            4'b0010: result_o = a_i & b_i;    
            4'b0011: result_o = a_i | b_i;    
            4'b0100: result_o = a_i ^ b_i;    
            4'b0101: result_o = a_i << b_i[4:0];  
            4'b0110: result_o = a_i >> b_i[4:0];  
            4'b0111: result_o = $signed(a_i) >>> b_i[4:0];  
            4'b1000: result_o = ($signed(a_i) < $signed(b_i)) ? 32'b1 : 32'b0;  
            4'b1001: result_o = a_i < b_i ? 32'b1 : 32'b0;    
            4'b1010: result_o = a_i >= b_i ? 32'b1 : 32'b0; 
            4'b1011: result_o = ($signed(a_i) >= $signed(b_i)) ? 32'b1 : 32'b0; 
            default: ;      
        endcase
        zero_o = (result_o == 32'b0) ? 1'b1 : 1'b0;
    end
endmodule
==> ./run.sh <==
#!/bin/bash
# OpenROAD 26Q1-2900-gdf79404cd8, Yosys 0.63+post, stock flow scripts
make -C /OpenROAD-flow-scripts/flow DESIGN_CONFIG=/design/flow/config.mk WORK_HOME=/design/flow/orfs finish
==> ./config.mk <==
export PLATFORM = sky130hd
export DESIGN_NAME = alu_32b
export DESIGN_NICKNAME = alu_32b
export VERILOG_FILES = /design/flow/design.v
export SDC_FILE = /design/flow/constraint.sdc
export NUM_CORES = 4
export LEC_CHECK = 1
export CORE_UTILIZATION = 40
==> ./constraint.sdc <==
current_design alu_32b

set clk_period 18.8
set clk_io_pct 0.2

create_clock -name clk0 -period $clk_period

set non_clock_inputs [all_inputs -no_clocks]
set_input_delay [expr $clk_period * $clk_io_pct] -clock clk0 $non_clock_inputs
set_output_delay [expr $clk_period * $clk_io_pct] -clock clk0 [all_outputs]
==> CHANGELOG.md <==
### Changed

- Simple-gate portion of the synthesized area: 0.243
- Vias per cell: roughly 7
- Peak VDD IR: approximately 0.000013 V
- Yosys chip area: roughly 9500 µm²
- Core Region: 22900 µm²
- Port bufs: 101
- Cts hold-fix bufs: 0
- Critical path launch point type: primary input
- Fa+ha+maj area frac: 0.134
- Status: finished clean
- Net Sw Frac: 0.624
- Post-cts resize count: 0
- P_leak: 4.24 nW
- Utilization after layout: 0.464
- Drt pass-1 iters: 6
- Tool Warnings: between 90 and 100
- Sequential element share of the synthesized area: 0
- Aoi share: 0.357
- CP Data Arrival Time: 9.12 ns
- Setup crit end kind: output port
- WHS Path Cells: 5
- Dominant comb cell: AND-OR/OR-AND gates
- MaxCap Viol Count: 0
- Slew at the pin closest to its max-slew limit: approximately 1.1 ns
- Clock Buffer Count: 0
- Total number of yosys warnings: 1
- Mapped Area: 9480 µm²
- Switching pwr: 0.213 mW
- Pre-CTS setup slack: 6.04 ns
- Ports: 101
- Max-slew headroom: 0.281
- CP Class: primary input to output port
- RSZ-0062 raised after global routing: false
- Area fraction in mux cells: 0.167
- First-pass GRT wire length: between 70000 and 80000 µm
- Syn_area_per_cell: 6.80 µm²
- Post-DP HPWL: between 40000 and 50000 µm
- Wirelength per Cell: 29.5 µm
- Max Fclk: 0.0776 GHz
- Die y size: 156 µm
- Post-route DRC: 0
- Initial antenna violation count: 2
- Crit share post-route: 0.685
- Global router's overall resource usage: 0.425
- Placed Cells incl. Taps: 1733
- FF/Latch Area: 0 µm²
- P&R area growth vs syn: 12.2%
- Gp weighted congestion: 1.08
- Drt total wl: 51100 µm
- CP Max Fanout: about 48
- Min Tclk post-route: 12.88 ns
- Post-CTS Setup Bufs: 0
- Req. time, crit path: roughly 15 ns
- Pwr Density: around 32 nW/µm²
- Syn Inst Count: 1393
- # Cells Yosys: 1393
- Hold/Removal Path Class: primary input to output port
- Total grt overflow: 0
- Total number of vias: 12100
- Initial DRC count: 1689
- Distinct lib cells: 86
- Cell Count, Final, Fillers Out: between 1500 and 2000
- Fillers: 2416
- FP Core Util: 0.414
- Comb area: 8660 µm²
- XORs/XNORs by Area: 0.0111
- Slew Viols, Final: 0
- Final setup vio count: 0
- ANT nets after route: 0
- Tot Pwr: 0.342 mW
- Die area: around 24000 µm²
- Setup WS post-layout: 5.92 ns
- Vias in the first global route: about 11000
- Final TNS setup: 0 ns
- P_int: approximately 0.13 mW
- Largest net degree at the start of global routing: 55
- FFs & Latches: 0
- Layout cells sized above 1: 0.0894
- Row count: ~55
- Die X-Extent: 156 µm
- Final Hold Fails: 0
-- cell families (layout without fill, tap and decap cells) --
kind of cell,Yosys count,in the layout
xor gates and xnor gates,12,12
adders and majority gates,100,100
and+or+nand+nor,471,471
AOI/OAI and AO/OA,499,499
buffers and inverters,198,225
other,0,1
muxes,113,113
-- cell usage after synthesis, drive strengths merged, types with 17 or more instances --
| master | instances | area (µm²) |
|---|---|---|
| mux4 | 30 | 706 |
| inv | 92 | 345 |
| o211ai | 37 | 278 |
| mux2i | 49 | 490 |
| a21oi | 124 | 621 |
| a31oi | 21 | 131 |
| nor4 | 17 | 119 |
| clkbuf | 72 | 270 |
| ha | 98 | 1230 |
| mux2 | 34 | 383 |
| nand3 | 30 | 150 |
| nor3 | 43 | 220 |
| nor2 | 148 | 556 |
| nor2b | 19 | 119 |
| o22ai | 30 | 200 |
| a22oi | 21 | 158 |
| nand2 | 118 | 443 |
| buf | 32 | 215 |
| o21ai | 87 | 435 |
| a211oi | 26 | 195 |
-- layout by cell type (no fill, tap or decap), types with 6 or more instances in the layout --
| cell type | n |
|---|---|
| o2111ai_1 | 9 |
| mux2i_1 | 49 |
| a2111oi_0 | 6 |
| o22ai_1 | 28 |
| mux2_2 | 34 |
| o32ai_1 | 6 |
| o21bai_1 | 9 |
| inv_1 | 90 |
| o211ai_1 | 37 |
| a211o_1 | 13 |
| o31ai_1 | 6 |
| buf_4 | 31 |
| mux4_1 | 8 |
| a31oi_1 | 21 |
| nor4_1 | 14 |
| a22oi_1 | 21 |
| a21oi_1 | 124 |
| mux4_2 | 22 |
| nand4_1 | 11 |
| xnor2_1 | 8 |
| a221oi_1 | 13 |
| clkdlybuf4s50_1 | 97 |
| a221o_1 | 11 |
| a211oi_1 | 26 |
| a21o_1 | 9 |
| nor2b_1 | 19 |
| nor2_1 | 148 |
| nand3_1 | 30 |
| nand2_1 | 118 |
| o221ai_1 | 12 |
| nand2b_1 | 15 |
| or2_2 | 13 |
| or3_1 | 6 |
| ha_1 | 98 |
| and3_1 | 12 |
| o21ai_0 | 85 |
| nor3_1 | 42 |
-- worst max-delay path: stages --
cell and delay, ns:
buf_2 0.08, buf_4 0.45, clkinv_1 0.13, buf_4 0.30, ha_1 0.30, o311ai_1 0.92
a211oi_1 0.33, o32ai_1 0.73, nor2_1 0.12, nor3_1 0.15, a2111oi_0 0.09, or4b_2 0.70
a21oi_1 0.15, and4_1 0.24, and4b_1 0.19, clkdlybuf4s50_1 0.45
-- per-layer routing --
layer | share of wire | vias up | global-route usage
met5 | 0 | - | 0
met4 | 0.033 | 0 | 0.119
met1 | 0.43 | 5864 | 0.638
met3 | 0.11 | 110 | 0.0784
li1 | - | 5377 | -
met2 | 0.43 | 775 | 0.619
-- final cells by class --
class	instances	share of cell area
Timing Repair Buffer	131	0.115
Tap cell	313	0.0368
Antenna cell	1	0.000235
Multi-Input combinational cell	1195	0.815
Inverter	94	0.0332
-- power by group through the flow --
stage	sequential (mW)	clock (mW)	combinational [mW]
after CTS	0	0	0.330
after global routing	0	0	0.360
-- per-stage QoR --
stage / hold slack, ns / cell area, µm²
final: 8.77 / 10600
after global routing: 8.82 / 10600
after CTS: 8.77 / 10600
after detailed placement: 8.77 / 10600
after global placement: 8.76 / 10600
after floorplan: 7.81 / 9480
-- final timing paths --
| check | startpoint | slack, ns | to |
|---|---|---|---|
| max | b_i[2] | 5.92 | zero_o |
| min | b_i[2] | 8.77 | result_o[1] |
Power figures rest on the tool's default switching activity, not on a simulated workload.
